### design/flow/run.sh
#!/bin/bash
# OpenROAD 26Q1-2900-gdf79404cd8, Yosys 0.63+post, stock flow scripts
make -C /OpenROAD-flow-scripts/flow DESIGN_CONFIG=/design/flow/config.mk WORK_HOME=/design/flow/orfs finish
### design/flow/config.mk
export PLATFORM = sky130hd
export DESIGN_NAME = driver
export DESIGN_NICKNAME = driver
export VERILOG_FILES = /design/flow/design.v
export SDC_FILE = /design/flow/constraint.sdc
export NUM_CORES = 4
export LEC_CHECK = 1
export CORE_UTILIZATION = 30
export SYNTH_MEMORY_MAX_BITS = 65536
### design/flow/design.v
`timescale 1ns / 1ps
module clock_divider
    #(parameter DIVISOR = 20'b111111111)
	 (input clk_in,
     output reg clk_out
    );
	 reg[19:0] counter = 20'd0;
	 always @(posedge clk_in)
	 begin
		counter <= counter + 20'd1;
		if (counter >=(DIVISOR-1))
			counter <= 20'd0;
		clk_out <= (counter<DIVISOR/2)?1'b1:1'b0;
	 end
endmodule
`timescale 1ns / 1ps
module driver(
	 input CLK_100MHz,
    input [5:0] Switch,
	 input [7:0] DPSwitch,
    output [7:0] LED,
	 output [3:0] DMUX,
	 output [2:0] SevenSegmentEnable,
	 output [7:0] SevenSegment,
	 output R1,
	 output R2,
	 output G1,
	 output G2,
	 output B1,
	 output B2,
	 output LED_CLK,
	 output LED_LATCH,
	 output LED_OE
    );
	wire clk_slow;
	wire [5:0] x;
	wire [3:0] y;
	wire [2:0] color1;
	wire [2:0] color2;
	assign SevenSegmentEnable[2] = 1;
	seven_seg digit1(.clk(clk_slow), .value({x[3:0],DMUX}), .segments(SevenSegment), .enable(SevenSegmentEnable[1:0]));
	frame_buffer frame(.x(x), .y1({0,y}), .y2({1,y}), .c1(color1), .c2(color2));
	assign R1 = color1[2];
	assign G1 = color1[1];
	assign B1 = color1[0];
	assign R2 = color2[2];
	assign G2 = color2[1];
	assign B2 = color2[0];
	clock_divider clkdiv(.clk_in(CLK_100MHz), .clk_out(clk_slow));
	inverter i1(Switch[3], LED[7]);
	assign LED[6:0] = 7'b1010101;
	led_shifter shifter(.clk(clk_slow), .led_clk(LED_CLK), .led_latch(LED_LATCH), .led_oe(LED_OE), .dmux(DMUX), .y(y), .x(x));
endmodule
`timescale 1ns / 1ps
module frame_buffer(
    input [5:0] x,
    input [4:0] y1,
    input [4:0] y2,
    output [2:0] c1,
    output [2:0] c2
    );
	reg [2:0] image[63:0][31:0];
	initial begin
	   image[0][0] = 3'b100;
		image[63][0] = 3'b010;
		image[63][31] = 3'b001;
		image[0][31] = 3'b111;
		image[10][1] = 3'b111;
		image[10][2] = 3'b111;
		image[10][3] = 3'b111;
		image[10][4] = 3'b111;
		image[10][5] = 3'b111;
		image[10][6] = 3'b111;
		image[10][7] = 3'b111;
		image[10][8] = 3'b111;
		image[10][9] = 3'b111;
		image[11][5] = 3'b111;
		image[12][5] = 3'b111;
		image[13][5] = 3'b111;
		image[14][5] = 3'b111;
		image[15][5] = 3'b111;
		image[16][1] = 3'b111;
		image[16][2] = 3'b111;
		image[16][3] = 3'b111;
		image[16][4] = 3'b111;
		image[16][5] = 3'b111;
		image[16][6] = 3'b111;
		image[16][7] = 3'b111;
		image[16][8] = 3'b111;
		image[16][9] = 3'b111;
		image[19][9] = 3'b111;
		image[19][8] = 3'b111;
		image[19][7] = 3'b111;
		image[19][6] = 3'b111;
		image[19][5] = 3'b111;
		image[19][3] = 3'b111;
		image[24][1] = 3'b111;
		image[24][2] = 3'b111;
		image[24][3] = 3'b111;
		image[24][4] = 3'b111;
		image[24][5] = 3'b111;
		image[24][6] = 3'b111;
		image[24][7] = 3'b111;
		image[24][8] = 3'b111;
		image[24][9] = 3'b111;
		image[24][9] = 3'b111;
		image[25][9] = 3'b111;
		image[26][9] = 3'b111;
		image[27][9] = 3'b111;
		image[28][9] = 3'b111;
		image[29][9] = 3'b111;
		image[32][9] = 3'b111;
		image[32][8] = 3'b111;
		image[32][7] = 3'b111;
		image[32][6] = 3'b111;
		image[32][6] = 3'b111;
		image[33][6] = 3'b111;
		image[34][6] = 3'b111;
		image[35][6] = 3'b111;
		image[35][7] = 3'b111;
		image[35][8] = 3'b111;
		image[35][9] = 3'b111;
		image[34][9] = 3'b111;
		image[33][9] = 3'b111;
		image[32][9] = 3'b111;
		image[38][9] = 3'b111;
		image[38][8] = 3'b111;
		image[38][7] = 3'b111;
		image[38][6] = 3'b111;
		image[38][6] = 3'b111;
		image[39][6] = 3'b111;
		image[40][6] = 3'b111;
		image[41][6] = 3'b111;
		image[41][7] = 3'b111;
		image[41][8] = 3'b111;
		image[41][9] = 3'b111;
		image[40][9] = 3'b111;
		image[39][9] = 3'b111;
		image[38][9] = 3'b111;
		image[44][9] = 3'b111;
		image[44][8] = 3'b111;
		image[44][7] = 3'b111;
		image[44][6] = 3'b111;
		image[44][5] = 3'b111;
		image[44][4] = 3'b111;
		image[44][3] = 3'b111;
		image[45][6] = 3'b111;
		image[46][6] = 3'b111;
		image[47][6] = 3'b111;
		image[47][7] = 3'b111;
		image[47][8] = 3'b111;
		image[47][9] = 3'b111;
		image[46][9] = 3'b111;
		image[45][9] = 3'b111;
		image[50][9] = 3'b111;
		image[50][8] = 3'b111;
		image[50][7] = 3'b111;
		image[50][6] = 3'b111;
		image[50][5] = 3'b111;
		image[50][3] = 3'b111;
	end
	assign c1 = image[x][y1];
	assign c2 = image[x][y2];
endmodule
`timescale 1ns / 1ps
module inverter(input wire A, output wire B);
	 assign B = !A;
endmodule
`timescale 1ns / 1ps
module led_shifter(
    input clk,
	 output wire led_clk,
	 output reg led_latch,
	 output reg led_oe,
	 output reg [3:0] dmux,
	 output reg [3:0] y,
	 output reg [5:0] x
    );
	 assign led_clk = ~clk & ~led_latch & ~led_oe;
	 parameter WIDTH = 8'd64;
	 reg[7:0] counter = 8'd0;
	 initial dmux = 4'b1111;
	 initial y = 4'b0000;
	 initial x = 5'd0;
	 always @(posedge clk) begin
		if (counter < WIDTH) begin
		   x = counter;
			led_latch = 0;
			led_oe = 0;
		end
		else if (counter == WIDTH) begin
		   led_latch = 1;
		   led_oe = 0;
			x = 0;
		end
		else if (counter == WIDTH+1) begin
			led_latch = 0;
		   led_oe = 1;
			x = 0;
		end
		else begin
		   led_latch = 0;
			led_oe = 0;
		   counter = 8'd0;
			x = 0;
		   dmux = dmux + 4'd1;
			y = y + 4'd1;
		end
		counter = counter + 8'd1;
	 end
endmodule
`timescale 1ns / 1ps
module seven_seg(
	 input clk,
    input [7:0] value,
    output [7:0] segments,
	 output [2:0] enable
    );
	reg [7:0] rom [0:15];
	initial begin
		rom[0] = ~8'b11111100;
		rom[1] = ~8'b01100000;
		rom[2] = ~8'b11011010;
		rom[3] = ~8'b11110010;
		rom[4] = ~8'b01100110;
		rom[5] = ~8'b10110110;
		rom[6] = ~8'b10111110;
		rom[7] = ~8'b11100000;
		rom[8] = ~8'b11111110;
		rom[9] = ~8'b11100110;
		rom[10] = ~8'b11101110;  
		rom[11] = ~8'b00111110;  
		rom[12] = ~8'b00011010;  
		rom[13] = ~8'b01111010;  
		rom[14] = ~8'b10011110;  
		rom[15] = ~8'b10001110;  
	end
	reg digit = 0;
	reg [7:0] segreg = 0;
	assign segments = segreg;
	assign enable = digit?2'b01:2'b10;
	always @(posedge clk) begin
	    if (digit) begin
	        segreg = rom[value[3:0]];
		 end
		 else begin
		     segreg = rom[value[7:4]];
		 end
		 digit = ~digit;
   end
endmodule
### design/flow/constraint.sdc
current_design driver

set clk_period 2.5
set clk_io_pct 0.2

create_clock -name clk0 -period $clk_period [get_ports {CLK_100MHz}]

set non_clock_inputs [all_inputs -no_clocks]
set_input_delay [expr $clk_period * $clk_io_pct] -clock clk0 $non_clock_inputs
set_output_delay [expr $clk_period * $clk_io_pct] -clock clk0 [all_outputs]
==> results.py <==
# Synthesis and PnR figures
metrics = {
    "placement": {
        "io_buffer_count": 24,
        "place.gp.congestion": 0.7838,
        "detailedPlacementHpwl_mm": 2.038,
    },
    "synthesis": {
        "synthesis.instances": 177,
        "synth_async_sr_flop_share_pct": 0,
        "synth_area_leader_cell": "sky130_fd_sc_hd__dfxtp_1",
        "topCellsByArea": "sky130_fd_sc_hd__dfxtp_1 46%, sky130_fd_sc_hd__ha_1 6.3%, sky130_fd_sc_hd__edfxtp_1 6.0%, sky130_fd_sc_hd__buf_4 4.5%, sky130_fd_sc_hd__mux2i_1 3.0%",
        "synth_area_mm2": 0.001989,
        "synth.ff_latch_count": 50,
        "most_common_flop_cell_mapped_by_yosys": "sky130_fd_sc_hd__dfxtp_1",
        "synth-warning-count": 7,
        "top_cell_area_share_pct": 46.29,
        "synth-edff-count": 4,
        "syn-mean-instance-area_um2": 11.24,
        "synth.lib_cells_used.distinct": 37,
        "synth_stat.cells": 177,
        "synth-seq-area-share_pct": 52.33,
        "yosys.stat.chipArea_mm2": 0.001989,
    },
    "clock_tree": {
        "clk_path_buf_depth": 2,
        "cts_hold_buffers": 0,
        "cts_resized": 0,
        "cts_root_buffer": "sky130_fd_sc_hd__clkbuf_8",
        "h-tree-depth": 1,
        "cts-buffers-inserted": 3,
        "tritoncts": "built",
        "cts_setup_buffers": 0,
        "clock_input_transition_at_the_sequential_cells_of_the_worst_setup_and_hold_paths_ns": 0.08,
        "insertion_delay_ns": 0.26,
    },
    "power_and_ir_drop": {
        "leakage_power_nw": 0.9093,
        "clock_power_share_pct": 37.7,
        "total_switching_power_mw": 0.1083,
        "p_seq_share_pct": 61.2,
        "power_frac_comb_pct": 1.2,
        "power_switching_share_pct": 19.10,
        "ir_worst_vdd_v": 0.0003892,
        "power.internal_mw": 0.4587,
        "powerDensity_mw_per_mm2": 240.9,
    },
    "layout": {
        "most_common_logic_cell_in_the_routed_design": "sky130_fd_sc_hd__dfxtp_1",
        "post_layout_utilization_of_the_core_pct": 36.85,
        "fillerInstances": 629,
        "layout.cells.most_common_list": "46 x sky130_fd_sc_hd__dfxtp_1, 24 x sky130_fd_sc_hd__clkdlybuf4s50_1, 22 x sky130_fd_sc_hd__conb_1",
        "syn2layout_area_growth_pct": 18.30,
        "layout-drive-gt1-share_pct": 6.573,
        "ff_latch_area_mm2": 0.001041,
        "area_of_combinational_cells_with_multiple_inputs_um2": 884.6,
    },
    "routing": {
        "met1Wirelength_mm": 1.326,
        "routed_via_density": 4.183,
        "total_vias_in_the_final_route": 1213,
        "detail_route.wl_per_cell_um": 9.210,
        "route.antenna.diode_count": 0,
        "dr_wl_met2_mm": 1.276,
        "drcViolationCount": 0,
        "number_of_nets_still_failing_antenna_checks_after_routing": 0,
        "detail_route.wirelength_mm": 2.671,
        "first_iter_violations": 11,
        "met3RoutedLength_um": 68,
        "top_layer_used": "met3",
        "drt_pass1_iterations": 4,
    },
    "critical_path": {
        "critical_path.max_fanout": 1,
        "cp_common_cell": "sky130_fd_sc_hd__clkdlybuf4s50_1",
        "critical_path.startpoint": "Switch[3]",
        "crit_arrival_ns": 1.39,
        "cp_num_buf_inv": 3,
        "criticalPathCategory": "input port to output port",
        "worstSetupEndpointType": "output port",
        "start_kind": "input port",
        "cp_data_required_time_ns": 2.00,
        "critical_path.cell_chain": "clkdlybuf4s50_1 -> inv_1 -> clkdlybuf4s50_1",
        "slowest_delay_ns": 0.44,
        "timing.rr.start": "clkdiv.counter[0]$_SDFF_PP0_",
        "crit_family": "buffers and inverters",
        "cpMaxStageDelayCell": "sky130_fd_sc_hd__clkdlybuf4s50_1",
    },
    "sta": {
        "fin_tns_setup_ns": 0,
        "untimed_endpoints": 52,
        "slew_violations": 0,
        "total_count_of_hold_check_failures_in_the_final_report": 0,
        "post_route_skew_ns": 0.005693,
        "timing_worst_slew_pin_value_ns": 0.6781,
        "final.min_clock_period_ns": 1.888,
        "final-setup-viol-count": 0,
        "max_freq_mhz": 529.7,
        "fin_crit_sh_pct": 75.52,
        "unclocked_pins": 29,
        "final.hold.worst_slack_ns": 0.4830,
        "setup_repair_after_global_routing_missed_its_margin": "false",
        "relSlewSlack_pct": 53.50,
    },
    "global_routing": {
        "grt_pass1_wl_mm": 4.733,
        "grt_antenna_before_repair": 0,
        "grt_max_degree": 30,
        "grt_util_all_layers_pct": 8.080,
        "vias_in_the_first_global_route": 1088,
        "globalRouteOverflowTotal": 0,
    },
    "floorplanning": {
        "rows": 29,
        "core_area_mm2": 0.006386,
        "floorplan.io_pins": 47,
        "die_h_um": 83.44,
        "design.die.area_mm2": 0.006961,
        "die_x_size_um": 83.44,
        "initCoreUtil_pct": 31.15,
    },
    "job": {
        "warnings": 44,
        "maxcap_violations": 0,
    },
    "outcome": {
        "run_status": "finished clean",
    },
    "worst_hold_path": {
        "hold_path.class": "flop to flop",
        "hold_path_startpoint": "clkdiv.counter[8]$_SDFF_PP0_",
    },
}
## flip-flops by register name, summed over array words and instances (netlist names)
register	flops
clkdiv.clk_out	1
clkdiv.counter	20
digit1.digit	1
digit1.segreg	8
shifter.counter	8
shifter.dmux	4
shifter.led_latch	1
shifter.led_oe	1
shifter.x	6
## cell families (layout without fill, tap and decap cells)
family                   count (synthesis)  after routing  share of synthesized area, %
AND-OR/OR-AND                           20             20                         6.604
XOR/XNOR                                 9              9                         3.962
adder cells (fa/ha/maj)                 10             10                         6.289
buffers and inverters                   23             39                         6.981
flip-flops                              50             50                         52.33
multiplexers                            11             11                         7.169
other                                    2             22                        0.3775
AND/OR/NAND/NOR                         52             52                         16.29
## layer usage
layer,vias up,track usage (%)
li1,656,-
met2,20,13.56
met4,0,0.4622
met5,-,0
met3,0,0.8073
met1,537,12.29
## metrics by stage
step | area [µm²] | setup WS, ns | power, mW | cells
6_report | 2354 | 0.6120 | 0.5670 | 290
5_1_grt | 2354 | 0.5473 | 0.5891 | 290
4_1_cts | 2354 | 0.6017 | 0.5720 | 290
3_5_place_dp | 2307 | 0.6036 | 0.3615 | 286
3_3_place_gp | 2307 | 0.6075 | 0.3612 | 286
2_1_floorplan | 2064 | 1.203 | 0.3678 | 197
## synth_stat cells, drive strengths merged, types with 4 or more instances
cell type,instances
xor2,4
mux2i,7
dfxtp,46
edfxtp,4
nor3,10
or3,5
inv,10
o21ai,7
nand3,10
nand2,6
xnor2,5
buf,13
and2,8
ha,10
a211oi,7
## layout make-up
| class | instances | area share [%] |
|---|---|---|
| Tap cell | 77 | 4.094 |
| Inverter | 10 | 1.595 |
| Timing Repair Buffer | 25 | 10.53 |
| Clock inverter | 1 | 0.2127 |
| Clock buffer | 3 | 1.754 |
| Multi-Input combinational cell | 124 | 37.59 |
| Sequential cell | 50 | 44.23 |
## final timing paths
kind	endpoint	slack, ns	depth (start not counted)
worst max register to register	clkdiv.counter[8]$_SDFF_PP0_	1.06	4
worst min-delay path	clkdiv.clk_out$_DFF_P_	0.48	1
worst min register to register	clkdiv.clk_out$_DFF_P_	0.48	1
worst max-delay path	LED[7]	0.61	3
## worst reg2reg max path, stage by stage, from the launching register on
cell and delay (ns):
sky130_fd_sc_hd__dfxtp_1 0.43, sky130_fd_sc_hd__ha_1 0.27, sky130_fd_sc_hd__nand3_1 0.12, sky130_fd_sc_hd__or3_1 0.32
sky130_fd_sc_hd__a211oi_1 0.21
## power by group through the flow
stage	Sequential [mW]	Combinational (mW)	Clock, mW
after CTS	0.347	0.00696	0.218
after global routing	0.347	0.00869	0.233
final	0.347	0.00661	0.214
No activity file was given, so power comes from the tool's default toggle rates.
