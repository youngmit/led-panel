**flow/design.v**
```verilog
`timescale 1ns / 1ps
module mux(
    input clk_in,
    output reg [3:0] mux
    );
	initial mux = 4'd0;
	always @(posedge clk_in)
	begin
		if (mux >= 4'd15)
		begin
			mux <= 4'b0;
		end
		else
		begin
			mux <= mux + 4'd1;
		end
	end
endmodule
```
**flow/run.sh**
```bash
#!/bin/bash
# OpenROAD 26Q1-2900-gdf79404cd8, Yosys 0.63+post, stock flow scripts
make -C /OpenROAD-flow-scripts/flow DESIGN_CONFIG=/design/flow/config.mk WORK_HOME=/design/flow/orfs finish
```
**flow/config.mk**
```make
export PLATFORM = sky130hd
export DESIGN_NAME = mux
export DESIGN_NICKNAME = mux
export VERILOG_FILES = /design/flow/design.v
export SDC_FILE = /design/flow/constraint.sdc
export NUM_CORES = 4
export LEC_CHECK = 1
export CORE_AREA = 10 10 70 70
export DIE_AREA = 0 0 80 80
```
**flow/constraint.sdc**
```tcl
current_design mux

set clk_period 1.1
set clk_io_pct 0.2

create_clock -name clk0 -period $clk_period [get_ports {clk_in}]

set non_clock_inputs [all_inputs -no_clocks]
set_input_delay [expr $clk_period * $clk_io_pct] -clock clk0 $non_clock_inputs
set_output_delay [expr $clk_period * $clk_io_pct] -clock clk0 [all_outputs]
```
==> results.json <==
{
  "worst_slew_pin_slew_ns": 0.1353,
  "placed_area_sq_um": 257.7,
  "gp_congestion": 0.6390,
  "min_period_ns": 1.013,
  "status": "completed",
  "lay_top_count": "buf_4",
  "worstSkewPairLatency_ns": 0.24,
  "cts_sinks": 4,
  "grtUsageMet1_pct": 1.666,
  "cts_tree": "done",
  "h-tree-depth": 1,
  "grt.busiest_layer": "met3",
  "dr.pass1.iters": 2,
  "p_per_area_mw_per_mm2": 1121,
  "grt_pass1_wl_um": 703,
  "grtUsageMet2_pct": 1.445,
  "critPathRequiredTime_ns": 0.88,
  "io_pins": 5,
  "warnings": 25,
  "hold_path.class": "flop to flop",
  "antenna_left": 0,
  "drive_gt1_share_pct": 54.17,
  "cp_cell_sequence": "dlygate4sd2_1",
  "synthCells": 12,
  "top_regs": "mux: 4 flops",
  "via_count": 138,
  "numCtsBuffers": 3,
  "cap_violations": 0,
  "final_cell_area_sq_um": 297.8,
  "whs_ns": 0.5589,
  "fmax_mhz": 986.7,
  "antenna_found_initial": 0,
  "holdBufCountCts": 0,
  "critPathTopFamily": "flip-flops",
  "drv_slew": 0,
  "yosysWarnings": 1,
  "cp_slowest_cell": "dfxtp_2",
  "die_h_um": 80,
  "avgSynthCellArea_sq_um": 11.47,
  "setup_viol": 0,
  "cellLeakagePower_nw": 0.1389,
  "rows": 21,
  "ir_drop_mv": 0.1182,
  "gr-total-overflow": 0,
  "grt_pass1_vias": 153,
  "fin_skew_ns": 0.006998,
  "ys_ff": 4,
  "ys_area_sq_um": 137.6,
  "wire_per_inst_um": 6.200,
  "diodes": 0,
  "cp.buffers_inverters": 1,
  "grt_util_all_layers_pct": 1.530,
  "crit_arrival_ns": 0.79,
  "vias_per_cell": 1.971,
  "largest_register_ffs": 4,
  "relSlewSlack_pct": 90.94,
  "power.total_uw": 333.8,
  "cts_max_path_buffers": 2,
  "core_sq_mm": 0.003416,
  "final.setup.tns_ns": 0,
  "worst_setup_path_end_kind": "primary output",
  "top_register": "mux",
  "ys_cells": 12,
  "slowest_delay_ns": 0.33,
  "root_buffer": "clkbuf_4",
  "grt_max_degree": 6,
  "synthesis.area_sq_um": 137.6,
  "postSynthSeqShare_pct": 58.18,
  "grt.met3_usage_pct": 2.045,
  "cts.clk_slew.worst_paths_ns": 0.04,
  "finalHoldViolations": 0,
  "rsz0062_at_grt": "no",
  "portBuffers": 4,
  "fp_util_pct": 4.029,
  "detail_route.iter0.violations": 9,
  "yosysUniqueCellTypes": 6,
  "drcViolationCount": 0,
  "syn_to_final_growth_pct": 116.4,
  "die_area_sq_mm": 0.006400,
  "die_w_um": 80,
  "startpoint_type": "flop",
  "critical_path_class": "flop to primary output",
  "worstPathMaxFanout": 4,
  "routed_wl_um": 434,
  "layout_top_cells": "buf_4 (5), a31oi_1 (4), dfxtp_2 (4), dlygate4sd2_1 (4), clkbuf_4 (3)",
  "finalClockPeriodUsage_pct": 92.13
}
## per-layer routing
| layer | vias to the layer above | routed length [um] | part of all wire (%) |
|---|---|---|---|
| met4 | 0 | 0 | 0 |
| met1 | 63 | 207 | 48 |
| met3 | 0 | 92 | 21 |
| met2 | 5 | 135 | 31 |
| li1 | 70 | - | - |
| met5 | - | 0 | 0 |
## per-stage QoR
step                      util, %  cells  setup slack [ns]
final                       8.718     70           0.08655
after global routing        8.718     70           0.04839
after CTS                   8.645     70           0.04250
after detailed placement    7.546     65           0.03285
after global placement      7.546     65           0.05375
after floorplan                 -     12            0.1948
## final cells by class
class                   count  area (sq um)
well taps                  46         57.56
flip-flops and latches      4         85.08
multi-input cells           7         56.30
repair buffers              9         72.57
clock buffers               3         22.52
fillers                   396          3118
inverters                   1         3.754
## synth_stat cells, drive strengths merged
master | n | area, sq um
a31oi | 4 | 25.02
ha | 1 | 12.51
inv | 1 | 3.750
xor2 | 1 | 8.760
a21o | 1 | 7.510
dfxtp | 4 | 80.08
## timing repair
| action | in CTS | in global routing |
|---|---|---|
| endpoints found under the setup margin | 4 | 1 |
| buffers inserted | 2 | 0 |
| gates resized | 8 | 1 |
| cloned | 0 | 0 |
| pin swaps | 0 | 0 |
## final timing paths
check,from,to,slack [ns],cells past startpoint
min reg2reg,mux[2]$_SDFF_PP0_,mux[2]$_SDFF_PP0_,0.56,2
max reg2reg,mux[0]$_SDFF_PP0_,mux[3]$_SDFF_PP0_,0.09,4
max,mux[1]$_SDFF_PP0_,mux[1],0.09,1
min,mux[2]$_SDFF_PP0_,mux[2]$_SDFF_PP0_,0.56,2
## cells by family (layout without fill, tap and decap cells)
kind of cell | after synthesis | in the layout | share of synthesized area (%)
AOI/OAI and AO/OA | 5 | 5 | 23.64
DFF | 4 | 4 | 58.18
adders and majority gates | 1 | 1 | 9.089
xor gates and xnor gates | 1 | 1 | 6.365
buffers and inverters | 1 | 13 | 2.725
## power by group
part | internal [mW] | switching, mW | leakage, nW
Clock | 0.122 | 0.0658 | 0.0138
Combinational | 0 | 0 | 0.0908
Sequential | 0.146 | 0 | 0.0343
Power figures rest on the tool's default switching activity, not on a simulated workload.
